==> design/flow/run.sh <==
#!/bin/bash
# OpenROAD 26Q1-2900-gdf79404cd8, Yosys 0.63+post, stock flow scripts
make -C /OpenROAD-flow-scripts/flow DESIGN_CONFIG=/design/flow/config.mk WORK_HOME=/design/flow/orfs finish
==> design/flow/config.mk <==
export PLATFORM = sky130hd
export DESIGN_NAME = EXMEM
export DESIGN_NICKNAME = EXMEM
export VERILOG_FILES = /design/flow/design.v
export SDC_FILE = /design/flow/constraint.sdc
export NUM_CORES = 4
export LEC_CHECK = 1
export CORE_UTILIZATION = 40
==> design/flow/constraint.sdc <==
current_design EXMEM

set clk_period 1.0
set clk_io_pct 0.2

create_clock -name clk0 -period $clk_period [get_ports {clk}]

set non_clock_inputs [all_inputs -no_clocks]
set_input_delay [expr $clk_period * $clk_io_pct] -clock clk0 $non_clock_inputs
set_output_delay [expr $clk_period * $clk_io_pct] -clock clk0 [all_outputs]
==> design/flow/design.v <==
`timescale 1ns / 1ps
module EXMEM(clk, EX_Flush, EX_MemRead, EX_MemWrite, EX_MemtoReg, EX_RegWrite, EX_RegDst, EX_ALUResult, EX_ReadData2, MEM_MemRead, MEM_MemWrite, MEM_MemtoReg, MEM_RegWrite, MEM_RegDst, MEM_ALUResult, MEM_ReadData2);
    input clk;
    input EX_Flush;
    input EX_MemRead;
    input EX_MemWrite;
    input EX_MemtoReg;
    input EX_RegWrite;
    input [4:0] EX_RegDst;
    input [31:0] EX_ALUResult; 
    input [31:0] EX_ReadData2;
    output MEM_MemRead;
    output MEM_MemWrite;
    output MEM_MemtoReg;
    output MEM_RegWrite;
    output [4:0] MEM_RegDst;
    output [31:0] MEM_ALUResult;
    output [31:0] MEM_ReadData2;
    reg MEM_MemRead, MEM_MemWrite, MEM_MemtoReg, MEM_RegWrite;
    reg [4:0] MEM_RegDst;
    reg [31:0] MEM_ALUResult, MEM_ReadData2;
    always @(posedge clk) begin
        if (EX_Flush == 1'b1) begin
            MEM_MemRead = 1'b0;
            MEM_MemWrite = 1'b0;
            MEM_MemtoReg = 1'b0;
            MEM_RegWrite = 1'b0;
            MEM_RegDst = 5'b0;
            MEM_ALUResult = 32'b0;
            MEM_ReadData2 = 32'b0;
        end
        else begin
            MEM_MemRead = EX_MemRead;
            MEM_MemWrite = EX_MemWrite;
            MEM_MemtoReg = EX_MemtoReg;
            MEM_RegWrite = EX_RegWrite;
            MEM_RegDst = EX_RegDst;
            MEM_ALUResult = EX_ALUResult;
            MEM_ReadData2 = EX_ReadData2;
        end
    end
endmodule
==> results.json <==
{
  "worstMarginPinSlew_ns": 0.145,
  "hold_viol_final": 0,
  "path_max_fanout": 1,
  "p_per_area_nw_per_um2": 1690,
  "viasPerCell": 4.02,
  "hold_path.class": "in2reg",
  "wl_per_cell_um": 11.7,
  "synth_top_flop_cell": "dfxtp_1",
  "cts_setup_buffers": 0,
  "status": "completed",
  "cts_tree": "yes",
  "warnings": 26,
  "ioPinCount": 148,
  "slew_headroom_pct": 90.4,
  "leakage_nw": 1.52,
  "vias": 1524,
  "coreArea_um2": 4790,
  "start_kind": "flop",
  "logic_area_um2": 457,
  "seq_area_frac_synth_pct": 72.8,
  "post-route-min-period_ns": 0.944,
  "max_cap_viol_count": 0,
  "ys_cells": 154,
  "cp-end-kind": "primary output",
  "cp_data_required_time_ns": 0.80,
  "netlist_area_um2": 2010,
  "cts_sinks": 73,
  "ys_top_cells_by_count": "73 x dfxtp_1, 73 x nor2b_1, 8 x buf_6",
  "clk_pin_slew_ns": 0.07,
  "detail_route.antenna_diodes": 0,
  "overflow": 0,
  "criticalPathCategory": "reg2out",
  "layout-drive-gt1-share_pct": 29.8,
  "max_freq_ghz": 1.06,
  "antenna_found_initial": 0,
  "setup_viol": 0,
  "die_y_um": 72.9,
  "path_delay_family": "flip-flops",
  "path_cells": "buf_2",
  "port_buffers": 147,
  "rows": 25,
  "grt_max_degree": 31,
  "cts_root_buffer": "clkbuf_8",
  "synth-edff-count": 0,
  "drc": 0,
  "clockBufferDepth": 2,
  "avgSynthCellArea_um2": 13.0,
  "dp_hpwl_um": 3390,
  "chip_area_um2": 5310,
  "fillers": 402,
  "fp-utilization_pct": 42.0,
  "yosys.area.top_type_share_pct": 72.8,
  "async_reset_ff_share_pct": 0,
  "critical_path_arrival_ns": 0.74,
  "finalCritPeriodShare_pct": 94.4,
  "worst-path-buf-inv": 1,
  "grt_setup_unrepaired": "no",
  "placed_area_um2": 3520,
  "grt_use_total_pct": 17.3,
  "yosys_warnings": 1,
  "slew_viol_final": 0,
  "area_leaders": "dfxtp_1 73%, nor2b_1 23%, buf_6 4.5%",
  "routabilityCongestion": 0.797,
  "top_area_cell": "dfxtp_1",
  "drt_iter0_markers": 37,
  "ir_worst_vdd_uv": 993,
  "grt_pass1_vias": 1447,
  "utilization_pct": 69.5,
  "cts_made_buffers": 9,
  "ant_nets": 0,
  "synthCells": 154,
  "ys.flops": 73,
  "fin_setup_tns_ns": 0,
  "synth.distinct_cells": 3,
  "synth_chip_area_um2": 2010,
  "firstDrtPassIters": 3,
  "htreeDepth": 3,
  "grt_pass1_wl_um": 6720,
  "cp_slowest_cell": "dfxtp_2",
  "finalInstanceArea_um2": 3330,
  "wl_um": 4450,
  "area_growth_pct": 65.7,
  "die_x_um": 72.9,
  "seq_area_um2": 1460,
  "critical-path-max-stage-delay_ns": 0.32
}
through the flow:
step,std cells,power [mW],worst slack (ns),hold WS [ns]
finish,379,5.63,0.0564,0.315
global route,379,5.88,0.0140,0.327
CTS,379,5.71,0.0334,0.307
detailed placement,363,3.87,0.0223,0.659
global placement,363,3.87,0.0248,0.654
floorplan,154,3.28,0.399,0.328
flip-flops by register name, indices dropped and copies added, names as in the netlist:
name and flops:
MEM_ReadData2 32, MEM_ALUResult 32, MEM_MemtoReg 1, MEM_RegDst 5, MEM_MemWrite 1, MEM_RegWrite 1, MEM_MemRead 1
metal layers:
layer  up-vias  global-route usage (%)  part of all wire, %
met1       676                    23.4                   40
li1        764                       -                    -
met3         8                    6.58                   10
met2        76                    27.2                   48
met5         -                       0                    0
met4         0                    4.58                  1.7
what timing repair did:
| action | CTS | global route |
|---|---|---|
| resized | 225 | 0 |
| hold buffers | 0 | 0 |
| endpoints found under the setup margin | 73 | 0 |
cells by family after synthesis:
kind of cell / synth area share [%]
buffers and inverters: 4.49
DFF: 72.8
and+or+nand+nor: 22.7
final timing paths:
path                           from                 to  slack (ns)  depth (start not counted)
setup / recovery  MEM_ReadData2[13]  MEM_ReadData2[13]        0.06                          1
hold / removal             EX_Flush       MEM_RegWrite        0.32                          3
cells in the final DEF (no fill, tap or decap):
master,synthesis,final
clkbuf_8,0,11
buf_12,0,2
buf_4,0,1
clkdlybuf4s50_1,0,73
buf_2,0,74
clkbuf_1,0,2
nor2b_1,73,73
dfxtp_1,73,71
clkinv_2,0,3
dfxtp_2,0,2
power by group:
part	switching (mW)	total [mW]	internal (mW)
Combinational	0.127	0.557	0.430
Sequential	0.0289	3.09	3.06
Clock	0.952	1.98	1.03
Total	1.11	5.63	4.52
layout make-up:
| cell class | instances | share of cell area [%] |
|---|---|---|
| flip-flops and latches | 73 | 44.0 |
| repair buffers | 150 | 34.5 |
| well taps | 67 | 2.52 |
| multi-input cells | 73 | 13.7 |
| clock inverters | 3 | 0.451 |
| clock buffers | 13 | 4.78 |
Power figures rest on the tool's default switching activity, not on a simulated workload.
