==> design.v <==
`timescale 1ns / 1ps
module IFID(clk, IF_ID_Write, IF_Flush, IF_PCplusFour, IF_Instruction, ID_PCplusFour, ID_Instruction);
    input clk;
    input IF_ID_Write;
    input IF_Flush;
    input [31:0] IF_PCplusFour;
    input [31:0] IF_Instruction;
    output [31:0] ID_PCplusFour;
    output [31:0] ID_Instruction;
    reg [31:0] ID_PCplusFour, ID_Instruction;
    always @(posedge clk) begin
        if (IF_Flush == 1'b1) begin
            ID_PCplusFour = 32'b0;
            ID_Instruction = 32'b0;
        end
        else if (IF_ID_Write == 1'b1) begin
            ID_PCplusFour = IF_PCplusFour;
            ID_Instruction = IF_Instruction;
        end
    end
endmodule
==> constraint.sdc <==
current_design IFID

set clk_period 1.1
set clk_io_pct 0.2

create_clock -name clk0 -period $clk_period [get_ports {clk}]

set non_clock_inputs [all_inputs -no_clocks]
set_input_delay [expr $clk_period * $clk_io_pct] -clock clk0 $non_clock_inputs
set_output_delay [expr $clk_period * $clk_io_pct] -clock clk0 [all_outputs]
==> config.mk <==
export PLATFORM = sky130hd
export DESIGN_NAME = IFID
export DESIGN_NICKNAME = IFID
export VERILOG_FILES = /design/flow/design.v
export SDC_FILE = /design/flow/constraint.sdc
export NUM_CORES = 4
export LEC_CHECK = 1
export CORE_UTILIZATION = 50
==> run.sh <==
#!/bin/bash
# OpenROAD 26Q1-2900-gdf79404cd8, Yosys 0.63+post, stock flow scripts
make -C /OpenROAD-flow-scripts/flow DESIGN_CONFIG=/design/flow/config.mk WORK_HOME=/design/flow/orfs finish
==> qor.csv <==
stage;metric;value;unit
global_route;globalRouteOverflowTotal;0;
yosys;top_cell_area_share;0.559;
clocking;cts-root-buf;clkbuf_8;
setup_path;crit_fanout;2;
clocking;clk_pin_slew_worst_paths;0.06;ns
sta;finalHoldViolCount;0;
die;die_w;69.7;um
yosys;ys_seq_share;0.559;
yosys;edf_count;0;
yosys;area_leaders;dfxtp_1 (56%), mux2i_1 (28%), nor2_1 (10%), buf_8 (3.9%), buf_1 (0.98%);
yosys;syn_inst;206;
yosys;synth_cell_types;7;
yosys;synthAdderAreaFrac;0;
clocking;cts_tree;built;
sta;fin_setup_tns;0;ns
sta;fin_crit_sh;0.978;
sta;timing.final.ws_setup;0.0243;ns
setup_path;cp_slowest_stage_delay;0.34;ns
global_route;grt_pass1_wl;9.59;mm
detailed_routing;first_iter_violations;101;
die;rows;24;
sta;clock-skew-final;0;ns
yosys;synthArstFlopShare;0;
sta;setup_viol;0;
global_route;grt_max_degree;65;
die;io_pins;131;
clocking;ctsHoldBuffers;0;
yosys;aoi_share;0;
power_and_ir_drop;p_clk_frac;0.336;
setup_path;worstPathRequired;0.88;ns
die;initCoreUtil;0.523;
sta;max_slew_margin;0.812;
clocking;htree_num_levels;3;
setup_path;crit_family;flip-flops;
setup_path;cp.arrival;0.86;ns
layout;area_delta_synth_final;66.7;%
detailed_routing;n_antenna_cell;0;
yosys;synth_area;2290;um2
setup_path;critPathKind;reg -> out;
global_route;grtUsageTotal;0.262;
yosys;common_cells;dfxtp_1 (64), mux2i_1 (64), nor2_1 (64);
run_status;status;complete, no violations;
detailed_routing;drtPass1Iterations;4;
power_and_ir_drop;ir_worst_vdd;1.60;mV
clocking;cts_made_buffers;9;
placed_design;portBuffers;130;
flow_run;warnings;26;
power_and_ir_drop;p_comb_frac;0.153;
yosys;ys_sh_simple;0.105;
sta;timing.final.crit_period;1.08;ns
yosys;ys_cells;206;
power_and_ir_drop;leakage;1.74;nW
placed_design;dp_hpwl;3.81;mm
setup_path;crit_path_end_kind;primary output;
setup_path;critPathSlowestCell;dfxtp_2;
yosys;xor_share;0;
placed_design;place_congestion;0.757;
min_path;min_path_type;in -> reg;
detailed_routing;via_per_inst;4.89;
yosys;numSynthFlops;64;
power_and_ir_drop;power_frac_seq;0.511;
die;fp.dieArea;4860;um2
layout;design_area;3820;um2
sta;max_freq;930;MHz
yosys;ff_type;dfxtp_1;
global_route;antenna_found_initial;0;
yosys;synthTopLogicFamily;multiplexers;
sta;maxSlewViolCount;0;
clocking;clkSinkCount;64;
flow_run;drv_cap;0;
yosys;yosys_area;2290;um2
detailed_routing;antenna_left;0;
detailed_routing;vias;1936;
power_and_ir_drop;p_switching;1.10;mW
yosys;ys_warn_count;1;
layout;drive_gt1_frac;0.288;
yosys;yosysTopAreaCell;dfxtp_1;
sta;worst_pin_slew;0.275;ns
setup_path;r2r_slack;0.23;ns
placed_design;dp_slack;0.0536;ns
power_and_ir_drop;switching_share;0.220;
placed_design;dp.cells;379;
clocking;cts_buffer_depth;2;
power_and_ir_drop;p_per_area;1310;nW/um2
power_and_ir_drop;p_int;3.90;mW
detailed_routing;drc;0;
global_route;grt_pass1_vias;1892;
layout;fin_cells;396;
clocking;clk_latency;0.32;ns
yosys;ys_sh_mux;0.280;
yosys;avgSynthCellArea;11.1;um2
die;die_h;69.7;um
setup_path;critPathBufInv;1;
placed_design;placed_area;3610;um2
detailed_routing;routedWlPerCell;15.8;um
setup_path;path_cells;clkdlybuf4s15_1;
detailed_routing;routed_wl;6.26;mm
setup_path;start_kind;flip-flop;
die;core;4380;um2
## cells in the final DEF (no fill, tap or decap)
cell / count
dfxtp_2: 64
clkdlybuf4s50_1: 64
clkbuf_1: 1
nor2_1: 64
buf_2: 2
clkdlybuf4s15_1: 52
clkbuf_8: 11
mux2i_1: 64
clkbuf_2: 11
buf_12: 4
clkinv_2: 1
buf_4: 6
## power groups by stage
stage	registers, mW	clock network [mW]	logic (mW)
CTS	2.55	1.72	0.766
global route	2.57	1.86	0.818
finish	2.56	1.68	0.766
## cell type report
| class | instances | area, um2 |
|---|---|---|
| Tap cell | 52 | 65.1 |
| Clock inverter | 1 | 5.00 |
| Timing Repair Buffer | 139 | 1350 |
| Fill cell | 227 | 566 |
| Multi-Input combinational cell | 128 | 881 |
| Sequential cell | 64 | 1360 |
| Clock buffer | 12 | 155 |
## state kept, by name, summed over array words and instances (netlist names)
register	count
ID_Instruction	32
ID_PCplusFour	32
## stage by stage
step | utilization | hold WS, ns | total power, mW
6_report | 0.871 | 0.365 | 5.00
3_3_place_gp | 0.823 | 0.471 | 3.36
5_1_grt | 0.871 | 0.349 | 5.25
3_5_place_dp | 0.823 | 0.483 | 3.38
4_1_cts | 0.879 | 0.352 | 5.04
2_1_floorplan | - | 0.367 | 2.84
## kinds of logic (layout without fill, tap and decap cells)
kind of cell | Yosys count | in the layout
buffers and inverters | 14 | 152
DFF | 64 | 64
muxes | 64 | 64
and+or+nand+nor | 64 | 64
## final timing paths
path | startpoint | to | depth (start not counted)
max | ID_PCplusFour[18] | ID_PCplusFour[18] | 1
min | IF_Flush | ID_PCplusFour[15] | 3
max reg2reg | ID_PCplusFour[27] | ID_PCplusFour[27] | 3
min reg2reg | ID_PCplusFour[3] | ID_PCplusFour[3] | 2
## per-layer routing
metal | routed length, um | vias up | track usage
li1 | - | 952 | -
met1 | 2710 | 886 | 0.369
met2 | 2850 | 94 | 0.411
met3 | 662 | 4 | 0.112
met4 | 32 | 0 | 0.0200
met5 | 0 | - | 0
## timing repair
item / CTS / global route
gates resized: 177 / 28
endpoints found under the setup margin: 64 / 28
setup buffers: 4 / 0
No activity file was given, so power comes from the tool's default toggle rates.
