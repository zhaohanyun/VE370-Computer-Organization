==> flow/design.v <==
`timescale 1ns / 1ps
module IDEX(clk, ID_MemRead, ID_MemWrite, ID_MemtoReg, ID_RegWrite, ID_ReadData1, ID_ReadData2, ID_InstrExt, ID_RegRs, ID_RegRt, ID_RegRd, ID_ALUOp, ID_ALUSrc, EX_MemRead, EX_MemWrite, EX_MemtoReg, EX_RegWrite, EX_ReadData1, EX_ReadData2, EX_InstrExt, EX_RegRs, EX_RegRt, EX_RegRd, EX_ALUOp, EX_ALUSrc);
    input clk;
    input ID_MemRead;
    input ID_MemWrite;
    input ID_MemtoReg;
    input ID_RegWrite;
    input ID_ALUSrc;
    input [31:0] ID_ReadData1;
    input [31:0] ID_ReadData2;
    input [31:0] ID_InstrExt;
    input [4:0] ID_RegRs;
    input [4:0] ID_RegRt;
    input [4:0] ID_RegRd;
    input [1:0] ID_ALUOp;
    output EX_MemRead;
    output EX_MemWrite;
    output EX_MemtoReg;
    output EX_RegWrite;
    output EX_ALUSrc;
    output [31:0] EX_ReadData1;
    output [31:0] EX_ReadData2;
    output [31:0] EX_InstrExt;
    output [4:0] EX_RegRs;
    output [4:0] EX_RegRt;
    output [4:0] EX_RegRd;
    output [1:0] EX_ALUOp;
    reg EX_MemRead, EX_MemWrite, EX_MemtoReg, EX_RegWrite, EX_ALUSrc;
    reg [31:0] EX_ReadData1, EX_ReadData2, EX_InstrExt;
    reg [4:0] EX_RegRs, EX_RegRt, EX_RegRd;
    reg [1:0] EX_ALUOp;
    always @(posedge clk) begin
            EX_MemRead = ID_MemRead;
            EX_MemWrite = ID_MemWrite;
            EX_MemtoReg = ID_MemtoReg;
            EX_RegWrite = ID_RegWrite;
            EX_ALUSrc = ID_ALUSrc;
            EX_ReadData1 = ID_ReadData1;
            EX_ReadData2 = ID_ReadData2;
            EX_InstrExt = ID_InstrExt;
            EX_RegRs = ID_RegRs;
            EX_RegRt = ID_RegRt;
            EX_RegRd = ID_RegRd;
            EX_ALUOp = ID_ALUOp;
    end
endmodule
==> flow/run.sh <==
#!/bin/bash
# OpenROAD 26Q1-2900-gdf79404cd8, Yosys 0.63+post, stock flow scripts
make -C /OpenROAD-flow-scripts/flow DESIGN_CONFIG=/design/flow/config.mk WORK_HOME=/design/flow/orfs finish
==> flow/config.mk <==
export PLATFORM = sky130hd
export DESIGN_NAME = IDEX
export DESIGN_NICKNAME = IDEX
export VERILOG_FILES = /design/flow/design.v
export SDC_FILE = /design/flow/constraint.sdc
export NUM_CORES = 4
export LEC_CHECK = 1
export CORE_AREA = 10 10 144 144
export DIE_AREA = 0 0 154 154
==> flow/constraint.sdc <==
current_design IDEX

set clk_period 1.0
set clk_io_pct 0.2

create_clock -name clk0 -period $clk_period [get_ports {clk}]

set non_clock_inputs [all_inputs -no_clocks]
set_input_delay [expr $clk_period * $clk_io_pct] -clock clk0 $non_clock_inputs
set_output_delay [expr $clk_period * $clk_io_pct] -clock clk0 [all_outputs]
==> Table 3: Implementation characteristics <==
Summary of implementation characteristics

Parameter                              Value

STA
  Final number of setup-violating endpoints    about 60
  Final worst-path cycle share    1.036
  Worst slew pin tran    0.1789 ns
  RSZ-0062 raised after global routing    yes
  Final setup margin    -0.03563 ns
  Max_slew headroom    0.8808
  Fin crit period    ~1.0 ns
  Final tally of max-slew violations    0
  Hold Worst Slack    roughly 0.23 ns
  Achievable frequency    965.6 MHz
  Number of hold-slack violations in the final timing report    0

Logic synthesis
  Most common cell in the netlist    dfxtp_1
  Most numerous cell types in the synthesized netlist    dfxtp_1 (118)
  Top FF cell, synth    dfxtp_1
  Distinct cell type count after synthesis    1
  Max-area cell share    1.000
  Asr flop ratio synth    0
  Yosys warning tally    1
  Seq share, synth    1.000
  Synth Cell Area    around 0.0024 sq mm
  Number of flops mapped to enable cells by yosys    0
  Number of synthesized register bits    118
  Yosys cell count    approximately 120
  YS chip area    roughly 0.0024 sq mm
  Yosys top cell by area    dfxtp_1
  Mean instance size in the synthesized netlist    roughly 20 sq um
  Count of mapped cells out of synthesis    118
  Cells taking the most area after synthesis    dfxtp_1 (100%)

Floorplan
  Vertical extent of the die    154 um
  Chip area    0.02372 sq mm
  Area of the core    0.01748 sq mm
  Number of placement rows    between 40 and 50
  DIE WIDTH    154 um
  Count of pins on the block boundary    237
  Starting density of the core    0.1352

Critical path
  Required time of the worst setup path    ~0.80 ns
  Start point of the critical path    EX_ReadData2[19]
  Slowest cell on the critical path    dfxtp_2
  Launching element type of the critical path    flop
  Number of buffers and inverters on the critical path    1
  Critical-path cell list    buf_6
  Critical path class    flop to output port
  Top delay family on crit path    flip-flops
  Stage delay of the slowest cell on the critical path    between 0.3 and 0.4 ns
  Type of element capturing the critical path    output port
  Critical path data arrival time    about 0.84 ns
  Largest fanout on the critical path    1

Power
  Part of the power in the clock network    0.560
  Static power due to leakage    ~2.3 nW
  Portion of total power attributed to combinational logic    0.052
  Switch share    0.1828
  Register share of total power    0.388
  Internal power component    10.54 mW
  Max rail drop VDD    around 1700 uV
  Power density over cell area    2502 mW/mm^2
  Switching component of the power    approximately 2.4 mW

Cells and area
  Combinational gate area    0 sq um
  Non-filler instance count after layout    roughly 610
  Area growth from synthesis to layout    118.3%
  Share of post-route cells with drive strength above 1    0.4197
  Comb gates    0

Clock tree
  Largest buffer count on any clock path    2
  Number of sinks handled by clock tree synthesis    118
  Cell chosen for the clock root    clkbuf_16
  H-tree depth    4
  Reg clk slew, reported paths    0.06 ns
  Number of buffers created by CTS    17
  Post-cts hold-fix buffer tally    0
  Post-CTS Repair Setup Buffers    0
  Number of resized instances in the post-cts repair step    around 380
  Clock tree from TritonCTS    done

Worst hold path
  Hold Startpoint    ID_ReadData2[27]
  Hold Crit Endpoint    EX_ReadData2[27]
  Worst Hold Class    input port to flop
  Number of cells traversed by the worst hold path    1

Drt
  Total Wirelength    approximately 8500 um
  Routed vias/inst    around 3
  Iter 0 DRT Violations    43
  Detail Route Antenna Nets    0
  1st-pass router iterations    4
  Antenna diode count    0
  Average wire length per cell after detail routing    roughly 14 um
  Drt drc    0
  Total via count after detailed routing    1847

Job
  OpenROAD warnings    27
  Max-capacitance violation count    0

Placement
  Final GP Congestion    about 0.79
  DP Worst Slack    -0.04222 ns
  Dpl cells    between 500 and 600
  Quantity of I/O buffers inserted on ports    236
  Detail Placement HPWL    approximately 6900 um

GRT
  Via count of the first global-routing pass    between 2000 and 2500
  Global-route wire length before repair    roughly 13000 um
  Total congestion overflow    0
  All-layer global routing usage    0.06949
  Number of antenna violations at the first check in global routing    0
  Maximum number of pins on one net before global-route repair    17

Run status
  Result of the run    complete, but fails checks
  Violations in the final reports    negative setup slack
[power groups by stage]
stage	registers [mW]	logic, mW	clock network, mW
6_report	5.01	0.670	7.22
5_1_grt	5.04	0.738	7.67
4_1_cts	5.01	0.690	7.44
[sequential cells by signal (all words and copies together) (netlist names)]
signal        count
EX_ALUOp          2
EX_ALUSrc         1
EX_InstrExt      32
EX_MemRead        1
EX_MemWrite       1
EX_MemtoReg       1
EX_ReadData1     32
EX_ReadData2     32
EX_RegRd          5
EX_RegRs          5
EX_RegRt          5
EX_RegWrite       1
[placed cells by master (no fill, tap or decap), drive strengths merged]
| master | count |
|---|---|
| bufinv | 7 |
| inv | 4 |
| clkdlybuf4s50 | 118 |
| buf | 118 |
| dfxtp | 118 |
| clkinvlp | 2 |
| clkinv | 1 |
| clkbuf | 18 |
[how the worst max path moves through the flow]
stage / depth (start not counted) / endpoint
finish: 1 / EX_ReadData2[19]
global route: 1 / EX_ReadData2[19]
CTS: 1 / EX_ReadData2[19]
[cell type report]
type                  instances  area, sq um
Sequential cell             118         2377
Fill cell                  1784        12320
Clock buffer                 18        439.2
Tap cell                    225        281.5
Timing Repair Buffer        236         1790
Clock inverter               14        269.0
[kinds of logic after synthesis]
| group | synth area share |
|---|---|
| flip-flops | 1.000 |
[stage by stage]
step	total power [mW]	util	area, sq um	setup TNS [ns]
floorplan	5.050	-	2362	0
global placement	6.030	0.2864	5006	-0.1322
detailed placement	6.038	0.2864	5006	-0.1166
CTS	13.15	0.2940	5137	-3.935
global route	13.45	0.2951	5157	-5.622
finish	12.90	0.2951	5157	-0.3999
[per-layer routing]
| layer | wire length [um] | GRT usage | vias to the layer above |
|---|---|---|---|
| met5 | 0 | 0 | - |
| met4 | 150 | 0.01215 | 0 |
| met3 | 1576 | 0.05714 | 9 |
| met2 | 3947 | 0.1092 | 157 |
| met1 | 2838 | 0.07104 | 800 |
| li1 | - | - | 881 |
Power is estimated from default activity; no workload was simulated.
